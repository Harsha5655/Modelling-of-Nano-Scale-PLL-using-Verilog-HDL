`flow/config.mk`:
```
export PLATFORM = sky130hd
export DESIGN_NAME = scaler
export DESIGN_NICKNAME = scaler
export VERILOG_FILES = /design/flow/design.v
export SDC_FILE = /design/flow/constraint.sdc
export NUM_CORES = 4
export LEC_CHECK = 1
export CORE_AREA = 10 10 70 70
export DIE_AREA = 0 0 80 80
```
`flow/constraint.sdc`:
```
current_design scaler

set clk_period 2.4
set clk_io_pct 0.2

create_clock -name clk0 -period $clk_period [get_ports {clk}]

set non_clock_inputs [all_inputs -no_clocks]
set_input_delay [expr $clk_period * $clk_io_pct] -clock clk0 $non_clock_inputs
set_output_delay [expr $clk_period * $clk_io_pct] -clock clk0 [all_outputs]
```
`flow/design.v`:
```
`timescale 1ns / 1ps
module scaler (clk,vco,s,bypass,scaled_out);
    input  clk;          
    input  vco;          
    input  [2:0] s;     
    input  bypass;      
    output scaled_out;   
    reg [2:0] scale_count;
    reg [2:0] s_count_next;
    assign scaled_out = (bypass) ? vco : (scale_count == s) ? 1'b1 : 1'b0;
    always @(posedge clk or posedge bypass) begin
        if (bypass) begin
            scale_count <= 3'b0;  
        end else if (scale_count == s) begin
            scale_count <= 3'b0;  
        end else begin
            scale_count <= s_count_next;
        end
    end
    always @(posedge clk or posedge bypass) begin
        if (bypass) begin
            s_count_next <= 3'b0;  
        end else if (scale_count == s) begin
            s_count_next <= 3'b0;  
        end else begin
            s_count_next <= scale_count + 1'b1;
        end
    end 
endmodule
```
`flow/run.sh`:
```
#!/bin/bash
# OpenROAD 26Q1-2900-gdf79404cd8, Yosys 0.63+post, stock flow scripts
make -C /OpenROAD-flow-scripts/flow DESIGN_CONFIG=/design/flow/config.mk WORK_HOME=/design/flow/orfs finish
```
==> out/highlights.md <==
- 440.4 sq um — cell area reported after detailed placement
- finished clean — run status
- 87.04% — headroom to the max-slew limit
- 58.12% — synthesis-to-finish area growth
- clkbuf_4 — root buffer selected by CTS
- 520.9 um — DPL Wire Length
- 0 — CTS Hold Buffers Added
- 0 — post-detailed-route DRC marker count
- 188 — vias in the first global route
- 0 — count of max-cap constraint violations
- 2.602 — drt via density
- 35.7% — part of the power in registers
- 0 — final setup violating endpoints
- 0.24 ns — clock latency at the later pin of the worst-skew pair
- 0.003416 sq mm — core region area
- 0 — antenna violations before repair
- 1133 mW/mm^2 — Power per Cell Area
- 0.1026 ns — Place WS
- 0.4367 GHz — Achievable Freq
- 4.274% — fraction of the mapped netlist area in adder cells
- 6 — clock net sink count
- 7 — I/O pins
- 2.290 ns — time the final worst path needs with I/O delays and setup
- 0.006400 sq mm — die area
- flop to flop — hold crit path type
- 2 — peak fanout along the critical path
- 0 — antenna-violating nets left
- 0 — antenna fix cells
- 12.20 sq um — Mapped Avg Cell Area
- 80 um — Die X-Extent
- 24 — cells in synth_stat.txt
- 2.137% — post-synthesis share of cell area spent on and, or, nand and nor gates
- 1 — warning count from the yosys run
- 0 — Pins Over Slew Limit
- 292.8 sq um — Syn Std Cell Area
- 2.116% — global router's overall resource usage
- 0.1100 ns — Final Worst Setup Slack
- 1.92 ns — required time of the critical path
- 0 — final number of hold-violating endpoints
- 2 — maximum buffer depth of the clock tree
- 462.9 sq um — post-route standard cell area excluding fillers
- 340.1 uW — Pint
- 979 um — global-route wire length before repair
- 184.5 uW — total net switching power
- 95.42% — share of the clock period used by the worst path
- 35.17% — net switching share of the total power
- clkdlybuf4s50_1 — Critical Path Most Common Cell
- XOR/XNOR gates — main kind of combinational logic by area
- 0.0004687 ns — final worst clock skew
- 0.2115 mV — peak supply drop
- clkdlybuf4s50_1 — cell with the largest stage delay on the worst path
- 0.0002051 uW — Static Leakage
- 17.7% — fraction of power consumed by the clock network
- 6 — flops & latches, synth
- 0 ns — TNS Setup
- 80 — post-placement cell count
- 0 — residual overflow from global routing
- 24 — Cells after Synth
- 0 — number of setup buffers added after CTS
- output port — Crit. End Element
- 80 um — vertical die dimension
- no — RSZ-0062 raised after global routing
- 1 — H-Tree Level Count
- 27.03% — ratio of cells with drive above 1 in the final layout
- input port — launching element type of the critical path
- 7.867 um — WL per Instance
- 8 — distinct cell type count of the synthesized netlist
- 6 — Port Buffers
- 0.04 ns — register clock-pin slew on the reported worst setup and hold paths
- 25 — total number of warnings across the stage logs
- 7 — maximum number of pins on one net before global-route repair
- input port to output port — type of the setup path with the least slack
- 1.81 ns — endpoint arrival time on the critical path
- built — CTS tree
- 51.28% — register area share after synthesis
- 8.571% — share of the core filled by cells before placement
- dfrtp_1, xnor2_2, a31oi_1 — dominant cells by area after synthesis
- clkdlybuf4s50_1 > xnor2_2 > a41o_1 > clkdlybuf4s50_1 — cells traversed along the worst timing path
- 46.6% — power share of the combinational group
- 3 — first-pass iteration count of the detailed router
- 292.8 sq um — total cell area reported by yosys after synthesis
- 0 — Gates resized, CTS repair
- 16.24% — fraction of the mapped netlist area in compound gates
- 653 um — total routed wirelength
- 19.66% — xor/xnor share
- 0.7851 — GPL Wtd Cong
- 51.28% — post-synth top area share
- 0.47 ns — largest stage delay on the critical path
- dfrtp_1 — area leader, netlist
- 6 — 1st-iter DRT viols
- 21 — Std-Cell Rows
- 216 — total via count in the routed design
- 0.1934 ns — Worst Tran Pin Value
- 0% — fraction of synthesized area in multiplexers
- 83 — Final Non-Filler Cells
- 3 — Num CTS Buffers
flip-flops by register name, indices dropped and copies added (netlist names):
signal        flops
s_count_next      3
scale_count       3
final cells by class:
cell class	instances	area, sq um
Timing Repair Buffer	10	90.09
Fill cell	396	2953
Multi-Input combinational cell	13	123.9
Inverter	5	18.77
Tap cell	46	57.56
Sequential cell	6	150.1
Clock buffer	3	22.52
power by group through the flow:
stage / clock network, uW / registers (uW) / logic (uW)
after CTS: 96.9 / 188 / 245
after global routing: 103 / 195 / 267
final: 92.8 / 187 / 245
path summary, 6_finish.rpt:
| kind | start | end | slack, ns | cells past startpoint |
|---|---|---|---|---|
| worst max-delay path | s[2] | scaled_out | 0.11 | 4 |
| worst min-delay path | s_count_next[1] | scale_count[1] | 0.47 | 2 |
| worst max register to register | scale_count[0] | s_count_next[0] | 1.40 | 3 |
| worst min register to register | s_count_next[1] | scale_count[1] | 0.47 | 2 |
| max in group asynchronous | bypass | scale_count[2] | 1.76 | 3 |
| min in group asynchronous | bypass | s_count_next[0] | 0.53 | 3 |
per-layer routing:
| metal | vias to the layer above | track usage, % | wire, um |
|---|---|---|---|
| met5 | - | 0 | 0 |
| met4 | 0 | 0.3521 | 11 |
| met3 | 2 | 2.500 | 102 |
| met2 | 9 | 1.525 | 187 |
| met1 | 94 | 3.228 | 351 |
| li1 | 111 | - | - |
synthesized netlist by cell type, drive strengths merged:
cell type and instances:
a31oi 6, dfrtp 6, inv 5, xnor2 4, a41o 1, and2 1, ha 1
cell usage in the layout, fill, tap and decap left out, drive strengths merged:
master	n
dfrtp	6
buf	4
and2	1
inv	5
a41o	1
clkbuf	3
clkdlybuf4s50	6
xnor2	4
a31oi	6
ha	1
worst max-delay path, delay by kind of cell:
| family | cells | cell delay [ns] |
|---|---|---|
| buffers and inverters | 2 | 0.92 |
| xor gates and xnor gates | 1 | 0.23 |
| AOI/OAI and AO/OA | 1 | 0.19 |
per-stage QoR:
stage | hold WS [ns] | power [uW] | utilization (%)
after floorplan | 0.2791 | 332.4 | -
after global placement | 0.4617 | 425.5 | 12.89
after detailed placement | 0.4601 | 429.4 | 12.89
after CTS | 0.4654 | 529.9 | 13.55
after global routing | 0.4817 | 564.8 | 13.55
final | 0.4651 | 524.6 | 13.55
cells by family (layout without fill, tap and decap cells):
group           Yosys count  count (layout)
xor+xnor                  4               4
compound gates            7               7
fa+ha+maj                 1               1
buf+inv                   5              18
flops                     6               6
simple gates              1               1
Power figures rest on the tool's default switching activity, not on a simulated workload.
