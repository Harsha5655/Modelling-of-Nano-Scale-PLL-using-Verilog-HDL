$ cat ./design.v
`timescale 1ns / 1ps
module MD(
    input vco,
    input rst,
    input clk_divider_enable,
    input [9:0]m,
    output md_out
);
    reg [9:0] counter;
    reg divided_clk;
    reg odd_toggle;
    wire [9:0] ratio_divided_by_two;
    wire enable;
    always @(posedge vco or posedge rst) begin
        if (rst) begin
            divided_clk <= 1'b0;
            odd_toggle <= 1'b1;
            counter <= 10'b0;
        end
        else if (enable) begin
            if (~m[0] & counter == ratio_divided_by_two - 1'b1) begin
                divided_clk <= ~divided_clk;
                counter <= 10'b0;
            end
            else if (m[0] & ((counter == ratio_divided_by_two - 1'b1 & odd_toggle)
                                        | (counter == ratio_divided_by_two & ~odd_toggle))) begin
                divided_clk <= ~divided_clk;
                odd_toggle <= ~odd_toggle;
                counter <= 10'b0;
            end
            else begin
                counter <= counter + 10'b1;
            end
        end
    end
    assign enable = clk_divider_enable | (m != 10'b00_0000_0001) | (m != 10'b00_0000_0000);
    assign ratio_divided_by_two = (m >> 1);
    assign md_out = clk_divider_enable ? divided_clk : vco;
endmodule
$ cat ./run.sh
#!/bin/bash
# OpenROAD 26Q1-2900-gdf79404cd8, Yosys 0.63+post, stock flow scripts
make -C /OpenROAD-flow-scripts/flow DESIGN_CONFIG=/design/flow/config.mk WORK_HOME=/design/flow/orfs finish
$ cat ./config.mk
export PLATFORM = sky130hd
export DESIGN_NAME = MD
export DESIGN_NICKNAME = MD
export VERILOG_FILES = /design/flow/design.v
export SDC_FILE = /design/flow/constraint.sdc
export NUM_CORES = 4
export LEC_CHECK = 1
export CORE_AREA = 10 10 80 80
export DIE_AREA = 0 0 90 90
$ cat ./constraint.sdc
current_design MD

set clk_period 4.1
set clk_io_pct 0.2

create_clock -name clk0 -period $clk_period [get_ports {vco}]

set non_clock_inputs [all_inputs -no_clocks]
set_input_delay [expr $clk_period * $clk_io_pct] -clock clk0 $non_clock_inputs
set_output_delay [expr $clk_period * $clk_io_pct] -clock clk0 [all_outputs]
==> flow_metrics.tcl <==
# collected from the flow reports
set metrics [dict create \
    common_cells "nor2_1, xnor2_1, dfrtp_1" \
    swShare_pct 35.6 \
    dpl_cell_area_um2 1210 \
    rsz0062_at_grt "no" \
    ys_seq_elements 12 \
    stdcell_area_um2 1310 \
    grt-ovfl-total 0 \
    yosys.area.top_type_share_pct 27.2 \
    crit_path_max_incr_delay_ps 410 \
    die_y_um 90 \
    hold_viol 0 \
    ys.flop_type "dfrtp_1" \
    fp.coreArea_um2 4720 \
    synthCells 113 \
    fp_util_pct 21.4 \
    cts.clk_slew.worst_paths_ps 50 \
    die-area_um2 8100 \
    top_area_cell "dfrtp_1" \
    end_kind "primary output" \
    dp.cells 189 \
    synthToLayoutAreaGrowth_pct 28.9 \
    place.gp.congestion 0.806 \
    p_int_uw 463 \
    crit_slowest_cell "clkdlybuf4s50_1" \
    crit_path_frequent_cell "clkbuf_8" \
    clkLatencyLatePin_ps 340 \
    synth_area_per_cell_um2 8.96 \
    cts_tree "done" \
    final_cells 196 \
    clock_power_share_pct 29.9 \
    crit_fanout 2 \
    comb_power_share_pct 37.6 \
    edf_count 0 \
    postCtsSetupRepairBufs 0 \
    grt_pass1_wl_um 3870 \
    worstReg2RegStart "counter[7]$_DFFE_PP0P_" \
    synth_cell_types 38 \
    chipWidth_um 90 \
    ys_cells 113 \
    synthArstFlopShare_pct 100 \
    avgViaCountPerCell 4.22 \
    final_util_pct 27.6 \
    clock_skew_ps 2.86 \
    fin_ws_ps 353 \
    hpwl_um 1760 \
    topCellsByArea "dfrtp_1, xnor2_1, xor2_1" \
    maxCapViolCount 0 \
    wl_um 2260 \
    holdPathEnd "odd_toggle$_DFFE_PP1P_" \
    drive_gt1_share_pct 12.4 \
    drtAntennaViolNets 0 \
    io_pins 14 \
    drt_iter0_drc 42 \
    num_rows 25 \
    arrival_ps 2930 \
    port_buffers 13 \
    grt_max_degree 13 \
    p_total_uw 719 \
    warnings 27 \
    start_kind "clock port" \
    synth.yosys.chip_area_um2 1010 \
    p_per_area_nw_per_um2 551 \
    drc_errors 0 \
    hold_class "reg2reg" \
    worst-path-buf-inv 3 \
    finalSetupViolCount 0 \
    power_switching_uw 256 \
    synthesis.area_um2 1010 \
    setup_tns_ps 0 \
    hold_start "odd_toggle$_DFFE_PP1P_" \
    antenna_found_initial 0 \
    wl_per_cell_um 11.5 \
    grt_pass1_vias 823 \
    dr_total_vias 827 \
    ys_seq_share_pct 29.8 \
    drv_slew 0 \
    cp_top_family "buffers and inverters" \
    path_cells "clkbuf_8 > clkbuf_8 > mux2_2 > clkdlybuf4s50_1" \
    pre_cts_slack_ps 608 \
    reg2reg_slack_ps 1800 \
    critPathKind "clk2out" \
    reg2reg_depth 6 \
    cts_resized 0 \
    whs_ps 471 \
    seq_power_share_pct 32.5 \
    vdd_drop_max_mv 0.264 \
    r2r_end "divided_clk$_DFFE_PP0P_" \
    cts-hold-fix-buffers 0 \
    insertedDiodeCount 0 \
    synth_warnings 1 \
    p_leak_nw 0.521 \
    most_common_cell "nor2_1" \
    worst_hold_path.num_cells 2 \
    slew_headroom_pct 57.2 \
    grt_usage_pct 5.59 \
    worstPathRequired_ps 3280 \
    outcome "completed" \
    tightest_slew_ps 640 \
    detail_route.first_pass.iterations 6 \
]
[cells by family after synthesis]
kind of cell	after synthesis	synth area share [%]
AOI/OAI and AO/OA	16	13.7
xor gates and xnor gates	22	20.5
adders and majority gates	2	2.47
buffers and inverters	10	3.96
DFF	12	29.8
muxes	1	1.11
and+or+nand+nor	50	28.4
[state kept, by name, indices dropped and copies added (netlist names)]
name         count
counter         10
divided_clk      1
odd_toggle       1
[cell usage in the layout (no fill, tap or decap), types with 2 or more instances in the layout]
cell type / n
nor3b_1: 2
clkdlybuf4s50_1: 13
nand2_1: 5
and2_1: 2
clkbuf_8: 7
nand3_1: 5
inv_1: 6
nand2b_1: 2
o2111ai_1: 2
nor3_1: 3
xnor2_1: 12
dfrtp_1: 11
a31oi_1: 2
o21ai_0: 4
ha_1: 2
or3_1: 2
xor2_1: 9
nor2_1: 17
and3_1: 3
or4_4: 2
[metal layers]
layer | global-route usage, % | share of wire (%) | wire (um)
met2 | 8.11 | 45 | 1030
met5 | 0 | 0 | 0
met3 | 1.59 | 2.9 | 66
met4 | 1.86 | 2.0 | 45
met1 | 7.78 | 50 | 1120
[power groups by stage]
stage	registers [mW]	logic [mW]	clock network, mW
4_1_cts	0.232	0.274	0.222
5_1_grt	0.244	0.307	0.229
6_report	0.234	0.271	0.215
[worst max path at each step]
stage / start / to / slack, ps / cells after the start
after CTS: vco / md_out / 320 / 4
final: vco / md_out / 350 / 4
after global routing: vco / md_out / 310 / 4
[worst min-delay path, stage by stage, from the launching register on]
cell and delay [ps]:
dfstp_2 360, o41ai_1 50, nand2_1 50
[layout make-up]
cell class | count | area [um^2]
Clock buffer | 8 | 106
Tap cell | 67 | 83.8
Multi-Input combinational cell | 91 | 671
Inverter | 6 | 22.5
Sequential cell | 12 | 302
Timing Repair Buffer | 12 | 120
Fill cell | 491 | 3420
